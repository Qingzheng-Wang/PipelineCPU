--- design/flow/design.v ---
module EXT( 
	input [31:0] instr_in,
	input [5:0] EXTOp,
	output reg [31:0] immout
	);
	wire [4:0] iimm_shamt;
	wire [11:0] iimm,simm,bimm;
	wire [19:0] uimm,jimm;
	assign iimm_shamt=instr_in[24:20];
	assign iimm=instr_in[31:20];
	assign simm={instr_in[31:25],instr_in[11:7]};
	assign bimm={instr_in[31],instr_in[7],instr_in[30:25],instr_in[11:8]};
	assign uimm=instr_in[31:12];
	assign jimm={instr_in[31],instr_in[19:12],instr_in[20],instr_in[30:21]};
	always  @(*)
	 case (EXTOp)
		6'b100000:   immout<={27'b0,iimm_shamt[4:0]};
		6'b010000:	immout <= {{20{iimm[11]}}, iimm[11:0]};
		6'b001000:	immout <= {{20{simm[11]}}, simm[11:0]};
		6'b000100:  immout <= {{20{bimm[11]}}, bimm[11:0]};
		6'b000010:	immout <= {uimm[19:0], 12'b0}; 
		6'b000001:	immout <= {{12{jimm[19]}}, jimm[19:0]};
		default:	        immout <= 32'b0;
	 endcase
endmodule
module ID_stage(
    input clk,
    input rst,
    input [31:0] instr_in, 
    input RegWrite_in,
    input [4:0] wregnum,
    input [31:0] WD,
    output RegWrite_out,
    output [4:0] ALUOp_out,
    output [2:0] NPCOp_out,
    output ALUSrc_out,
    output mem_w_out,
    output [3:0] wea_out,
    output [1:0] WDSel_out,
    output [31:0] rs1_out,
    output [31:0] rs2_out,
    output [4:0] wregnum_out,
    output [31:0] ImmGen_out
);
assign wregnum_out = instr_in[11:7];
wire [5:0] EXTOp;
ctrl U_ctrl(
    .instr_in(instr_in),
    .RegWrite(RegWrite_out),
    .EXTOp(EXTOp),
    .ALUOp(ALUOp_out),
    .NPCOp(NPCOp_out),
    .ALUSrc(ALUSrc_out),
    .mem_w(mem_w_out),
    .wea(wea_out),
    .WDSel(WDSel_out)
);
RF U_RF(
    .clk(clk),
    .rst(rst),
    .RFWr(RegWrite_in),
    .instr_in(instr_in),
    .wregnum(wregnum),
    .WD(WD),
    .RD1(rs1_out),
    .RD2(rs2_out)
);
EXT U_EXT(
    .instr_in(instr_in),
    .EXTOp(EXTOp),
    .immout(ImmGen_out)
);
endmodule
module RF(   
    input clk, 
    input rst,
    input RFWr, 
    input [31:0] instr_in,
    input [4:0] wregnum, 
    input [31:0] WD, 
    output [31:0] RD1, RD2
);
  wire [4:0]  rs1;
  wire [4:0]  rs2;
  assign rs1 = instr_in[19:15];
  assign rs2 = instr_in[24:20];
  reg [31:0] rf[31:0];
  integer i;
  always @(negedge clk)
    if (rst)     
      for (i=1; i<32; i=i+1)
        rf[i] <= 0;
    else 
      if (RFWr)
      begin
        rf[wregnum] <= WD;
      end
  assign RD1 = (rs1 != 0) ? rf[rs1] : 0;
  assign RD2 = (rs2 != 0) ? rf[rs2] : 0; 
endmodule 
module ctrl(
   input [31:0] instr_in,
   output       RegWrite,  
   output [5:0] EXTOp,     
   output [4:0] ALUOp,     
   output [2:0] NPCOp,     
   output ALUSrc,          
	output mem_w,
   output [3:0] wea,
   output [1:0] WDSel      
);
   wire [6:0]  Op;           
   wire [6:0]  Funct7;       
   wire [2:0]  Funct3;       
   assign Op = instr_in[6:0];   
   assign Funct7 = instr_in[31:25];  
   assign Funct3 = instr_in[14:12];  
   wire rtype  = ~Op[6]&Op[5]&Op[4]&~Op[3]&~Op[2]&Op[1]&Op[0];  
   wire i_add  = rtype& ~Funct7[6]&~Funct7[5]&~Funct7[4]&~Funct7[3]&~Funct7[2]&~Funct7[1]&~Funct7[0]&~Funct3[2]&~Funct3[1]&~Funct3[0];  
   wire i_sub  = rtype& ~Funct7[6]& Funct7[5]&~Funct7[4]&~Funct7[3]&~Funct7[2]&~Funct7[1]&~Funct7[0]&~Funct3[2]&~Funct3[1]&~Funct3[0];  
   wire i_or   = rtype& ~Funct7[6]&~Funct7[5]&~Funct7[4]&~Funct7[3]&~Funct7[2]&~Funct7[1]&~Funct7[0]& Funct3[2]& Funct3[1]&~Funct3[0];  
	wire i_xor	= rtype& ~Funct7[6]&~Funct7[5]&~Funct7[4]&~Funct7[3]&~Funct7[2]&~Funct7[1]&~Funct7[0]& Funct3[2]&~Funct3[1]&~Funct3[0];  
   wire i_and  = rtype& ~Funct7[6]&~Funct7[5]&~Funct7[4]&~Funct7[3]&~Funct7[2]&~Funct7[1]&~Funct7[0]& Funct3[2]& Funct3[1]& Funct3[0];  
	wire i_sll	= rtype& ~Funct7[6]&~Funct7[5]&~Funct7[4]&~Funct7[3]&~Funct7[2]&~Funct7[1]&~Funct7[0]&~Funct3[2]&~Funct3[1]& Funct3[0];  
	wire i_sra	= rtype& ~Funct7[6]& Funct7[5]&~Funct7[4]&~Funct7[3]&~Funct7[2]&~Funct7[1]&~Funct7[0]& Funct3[2]&~Funct3[1]& Funct3[0];  
	wire i_srl	= rtype& ~Funct7[6]&~Funct7[5]&~Funct7[4]&~Funct7[3]&~Funct7[2]&~Funct7[1]&~Funct7[0]& Funct3[2]&~Funct3[1]& Funct3[0];  
	wire i_slt	= rtype& ~Funct7[6]&~Funct7[5]&~Funct7[4]&~Funct7[3]&~Funct7[2]&~Funct7[1]&~Funct7[0]&~Funct3[2]& Funct3[1]&~Funct3[0];  
	wire i_sltu	= rtype& ~Funct7[6]&~Funct7[5]&~Funct7[4]&~Funct7[3]&~Funct7[2]&~Funct7[1]&~Funct7[0]&~Funct3[2]& Funct3[1]& Funct3[0];  
   wire itype_l= ~Op[6]&~Op[5]&~Op[4]&~Op[3]&~Op[2]&Op[1]&Op[0];  
	wire i_lw	= itype_l&~Funct3[2]& Funct3[1]&~Funct3[0];  
	wire i_lh	= itype_l&~Funct3[2]&~Funct3[1]& Funct3[0];  
	wire i_lhu	= itype_l& Funct3[2]&~Funct3[1]& Funct3[0];  
	wire i_lb	= itype_l&~Funct3[2]&~Funct3[1]&~Funct3[0];  
	wire i_lbu	= itype_l& Funct3[2]&~Funct3[1]&~Funct3[0];  
	wire itype_r= ~Op[6]&~Op[5]&Op[4]&~Op[3]&~Op[2]&Op[1]&Op[0];  
	wire i_addi	= itype_r&~Funct3[2]&~Funct3[1]&~Funct3[0];  
	wire i_ori	= itype_r& Funct3[2]& Funct3[1]&~Funct3[0];  
	wire i_xori	= itype_r& Funct3[2]&~Funct3[1]&~Funct3[0];  
	wire i_andi	= itype_r& Funct3[2]& Funct3[1]& Funct3[0];  
	wire i_srai	= itype_r& Funct3[2]&~Funct3[1]& Funct3[0]&~Funct7[6]& Funct7[5]&~Funct7[4]&~Funct7[3]&~Funct7[2]&~Funct7[1]&~Funct7[0];  
	wire i_slti	= itype_r&~Funct3[2]& Funct3[1]&~Funct3[0];  
	wire i_sltiu= itype_r&~Funct3[2]& Funct3[1]& Funct3[0];  
	wire i_slli	= itype_r&~Funct3[2]&~Funct3[1]& Funct3[0]&~Funct7[6]&~Funct7[5]&~Funct7[4]&~Funct7[3]&~Funct7[2]&~Funct7[1]&~Funct7[0];  
	wire i_srli	= itype_r& Funct3[2]&~Funct3[1]& Funct3[0]&~Funct7[6]&~Funct7[5]&~Funct7[4]&~Funct7[3]&~Funct7[2]&~Funct7[1]&~Funct7[0];  
	wire i_jalr = Op[6]&Op[5]&~Op[4]&~Op[3]&Op[2]&Op[1]&Op[0]; 
   wire stype  = ~Op[6]&Op[5]&~Op[4]&~Op[3]&~Op[2]&Op[1]&Op[0]; 
   wire i_sw   = stype&~Funct3[2]& Funct3[1]&~Funct3[0];  
	wire i_sh 	= stype&~Funct3[2]&~Funct3[1]& Funct3[0];  
	wire i_sb	= stype&~Funct3[2]&~Funct3[1]&~Funct3[0];  
   wire sbtype = Op[6]&Op[5]&~Op[4]&~Op[3]&~Op[2]&Op[1]&Op[0]; 
   wire i_beq  = sbtype&~Funct3[2]&~Funct3[1]&~Funct3[0];  
	wire i_bne 	= sbtype&~Funct3[2]&~Funct3[1]& Funct3[0];  
	wire i_blt	= sbtype& Funct3[2]&~Funct3[1]&~Funct3[0];  
	wire i_bge	= sbtype& Funct3[2]&~Funct3[1]& Funct3[0];  
	wire i_bltu	= sbtype& Funct3[2]& Funct3[1]&~Funct3[0];  
	wire i_bgeu	= sbtype& Funct3[2]& Funct3[1]& Funct3[0];  
	wire i_lui	= ~Op[6]&Op[5]&Op[4]&~Op[3]&Op[2]&Op[1]&Op[0];  
	wire i_auipc= ~Op[6]&~Op[5]&Op[4]&~Op[3]&Op[2]&Op[1]&Op[0];  
   wire i_jal  = Op[6]&Op[5]&~Op[4]&Op[3]&Op[2]&Op[1]&Op[0]; 
	assign RegWrite   = rtype | itype_r | | itype_l | i_jalr | i_jal | i_lui | i_auipc;  
	assign ALUSrc     = itype_r | itype_l | stype | i_jal | i_jalr | i_lui | i_auipc;    
  assign EXTOp[5] = i_srai | i_slli | i_srli;
  assign EXTOp[4] = i_ori | i_andi | i_jalr | i_addi | i_xori | i_slti | i_sltiu | itype_l;  
  assign EXTOp[3] = stype; 
  assign EXTOp[2] = sbtype; 
  assign EXTOp[1] = i_lui | i_auipc;   
  assign EXTOp[0] = i_jal;         
  assign wea[3] = i_sw;
  assign wea[2] = i_sw;
  assign wea[1] = i_sw | i_sh;
  assign wea[0] = i_sw | i_sh | i_sb;
  assign mem_w = i_sw | i_sh | i_sb;
  assign WDSel[0] = itype_l;
  assign WDSel[1] = i_jal | i_jalr;
  assign NPCOp[0] = sbtype;
  assign NPCOp[1] = i_jal;
  assign NPCOp[2] = i_jalr;
	assign ALUOp[0] = i_add|i_or|i_sll|i_sra|i_sltu|i_addi|i_ori|i_srai|i_sltiu|i_slli|i_jalr|itype_l||stype|i_bne|i_bge|i_bgeu|i_lui|i_jal;
	assign ALUOp[1] = i_add|i_and|i_sll|i_slt|i_sltu|i_addi|i_andi|i_slti|i_sltiu|i_slli|i_jalr|itype_l|stype|i_blt|i_bge|i_auipc|i_jal;
	assign ALUOp[2] = i_sub|i_or|i_xor|i_and|i_sll|i_ori|i_xori|i_andi|i_slli|i_beq|i_bne|i_blt|i_bge;
	assign ALUOp[3] = i_or|i_xor|i_and|i_sll|i_slt|i_sltu|i_ori|i_xori|i_andi|i_slti|i_sltiu|i_slli|i_bltu|i_bgeu;
	assign ALUOp[4] = i_sra|i_srl|i_srai|i_srli;
endmodule
--- design/flow/run.sh ---
#!/bin/bash
# OpenROAD 26Q1-2900-gdf79404cd8, Yosys 0.63+post, stock flow scripts
make -C /OpenROAD-flow-scripts/flow DESIGN_CONFIG=/design/flow/config.mk WORK_HOME=/design/flow/orfs finish
--- design/flow/config.mk ---
export PLATFORM = sky130hd
export DESIGN_NAME = ID_stage
export DESIGN_NICKNAME = ID_stage
export VERILOG_FILES = /design/flow/design.v
export SDC_FILE = /design/flow/constraint.sdc
export NUM_CORES = 4
export LEC_CHECK = 1
export CORE_UTILIZATION = 50
--- design/flow/constraint.sdc ---
current_design ID_stage

set clk_period 9.3
set clk_io_pct 0.2

create_clock -name clk0 -period $clk_period [get_ports {clk}]

set non_clock_inputs [all_inputs -no_clocks]
set_input_delay [expr $clk_period * $clk_io_pct] -clock clk0 $non_clock_inputs
set_output_delay [expr $clk_period * $clk_io_pct] -clock clk0 [all_outputs]
==> CHANGELOG.md <==
### Physical design

* Status: finished, final reports clean
* CP arrival at 7.42 ns
* Largest registers: U_RF.rf (1024)
* Sw Share at 29.83%
* Clk pwr share at 48.8%
* First-pass GRT wire length at 293.8 mm
* Power Total at 13620 uW
* PnR worst setup slack at 0.01633 ns
* Most flop-heavy register: U_RF.rf
* Logic pwr share at 11.0%
* CTS tree: built
* Setup crit end kind: primary output
* Synth Register Bits at 1024
* Placement Setup Slack at 0.2996 ns
* H-Tree Depth at 3
* Share of cells above drive strength 1 at 18.67%
* Top-level I/O count at 190
* Global-route usage over all layers at 41.17%
* Clock Sinks at 1024
* Pwr Density at 198.2 nW/um^2
* Post-DR vias/cell at 6.026
* Largest register FFs at 1024
* Hold Crit Class: input port to primary output
* Root buffer selected by CTS: clkbuf_16
* Drt drc at 0
* Hold Crit Start: instr_in[23]
* Final ANT Viol Nets at 0
* Data required, critical path at 7.44 ns
* Starting DRT DRC Count at 2624
* Library cells used by synthesis at 64
* Core area at 111100 um^2
* Largest net degree at the start of global routing at 88
* Area delta synth->final at 22.10%
* Final hold viol count at 0
* Row cnt at 122
* Routed WL at 207.9 mm
* FFs w/ async S/R, synth at 0%
* OpenROAD warnings at 1029
* Hold_buf cts at 0
* Sequential power share at 40.2%
* CTS Buf Count at 117
* DP HPWL at 121.4 mm
* Port Buffers at 189
* Max_cap viols at 0
* Worst slew margin at 35.27%
* Cell Area, Synth at 56300 um^2
* RSZ-0062 raised after global routing: yes
* Die Size at 113900 um^2
* Detailed Routing Iterations Pass 1 at 7
* Setup Viol. Count Final at 0
* Dpl cells at 5468
* Synthesized area per cell at 14.07 um^2
* DR WL/cell at 30.98 um
* Longest Clk Path Bufs at 3
* Yosys chip area at 56300 um^2
* RD Place Congestion at 0.9394
* FP Core Util at 50.66%
* GRT Residual Overflow at 0
* Via count at 40434
* Syn. warnings at 2
* Slew @ Worst Pin at 0.9679 ns
* Post-synth seq share at 54.62%
* Worst Hold Depth at 4
* Post-synth EDFFs at 1024
* Pint at 9558 uW
* Initial antenna violation count at 19
* Cells in synth_stat.txt at 4001
* Hold path endpoint: rs2_out[27]
* Clock transition at the registers of the reported paths at 0.04 ns
* Peak supply drop at 0.0001691 V
* Commonest flop: edfxtp_1
* Pleak at 0.02855 uW
* Net Switching at 4062 uW
* Count of final max-slew check failures at 0
* Vias in the first global route at 44265
* Maximum fanout along the worst path at 2
* Critical path type: register to primary output
* Die height at 337.6 um
* Die Width at 337.6 um
* Fin cells at 6710
* Instance count of the mapped netlist at 4001
* Crit start category: register
* Fillcell total at 8367
## worst max-delay path: stages, from the launching register on
cell and delay, ns:
edfxtp_1 0.39, mux4_2 0.50, o211ai_1 0.17, a21o_1 0.22
o221ai_1 0.19, clkdlybuf4s50_1 0.58
## synthesized netlist by cell type (4+ instances only)
cell	count	area [um^2]
a2111oi_0	4	35.03
a211oi_1	63	473.0
a21o_1	28	210.2
a21oi_1	69	345.3
a221o_1	23	230.2
a221oi_1	61	534.3
a22o_1	18	157.7
a22oi_1	72	540.5
a311oi_1	6	52.55
a31oi_1	10	62.56
and2_1	998	6243
and3_1	5	31.28
buf_1	11	41.29
buf_12	9	180.2
buf_2	66	330.3
buf_4	36	270.3
buf_6	48	540.5
buf_8	5	75.07
clkbuf_1	261	979.7
edfxtp_1	1024	30750
inv_1	6	22.52
mux2_2	18	202.7
mux2i_1	375	3754
mux4_2	345	7770
nand2_1	50	187.7
nand2b_1	10	62.56
nand3_1	14	70.07
nand3b_1	5	37.54
nor2_1	89	334.1
nor2b_1	58	362.9
nor3_1	14	70.07
nor4_1	30	187.7
o211ai_1	4	30.03
o21ai_0	35	175.2
o21ai_1	4	20.02
o221ai_1	23	201.4
o22ai_1	33	206.5
or2_2	33	206.5
## metal layers
metal	vias to the layer above	track usage [%]	part of all wire, %
met5	-	5.106	0.34
met4	32	18.99	4.5
met3	519	33.82	18
met2	2849	54.98	45
met1	19504	48.25	32
li1	17530	-	-
## what timing repair did
item / 4_1_cts / 5_1_grt
gates cloned: 0 / 0
pin swaps: 23 / 34
resized: 97 / 64
setup buffers: 0 / 1
endpoints found under the setup margin: 38 / 39
## worst max-delay path by stage
stage	cells past startpoint	from	slack (ns)	to
after CTS	7	U_RF.rf[2][27]	-0.07	rs2_out[27]
after global routing	6	U_RF.rf[2][20]	-0.02	rs2_out[20]
final	5	U_RF.rf[3][5]	0.02	rs1_out[5]
## layout make-up
class	count	area (um^2)	share of cell area, %
diodes	10	25.02	0.03640
clock buffers	117	2928	4.259
clock inverters	1123	5015	7.295
inverters	7	26.28	0.03822
multi-input cells	2533	24120	35.10
flip-flops and latches	1024	30750	44.73
well taps	1488	1862	2.708
repair buffers	408	4010	5.834
## placed cells by master (no fill, tap or decap), drive strengths merged, types with 50 or more instances in the layout
master,Yosys,final
a211oi,63,63
clkdlybuf4s50,0,164
nand2,50,50
nor2b,58,58
a221oi,61,61
mux4,345,345
and2,1000,1000
a21oi,69,69
edfxtp,1024,1024
a22oi,72,72
nor2,89,89
inv,7,1071
buf,175,229
clkbuf,261,117
mux2i,375,375
## cell families (layout without fill, tap and decap cells)
kind of cell	after synthesis	in the layout	synth area share [%]
mux	738	738	20.83
simple gates	1329	1329	14.16
compound gates	466	466	6.041
flops	1024	1024	54.62
buf+inv	444	1655	4.347
other cells	0	10	0
## power by group through the flow
stage | combinational (uW) | sequential [uW] | clock, uW
6_report | 1500 | 5480 | 6640
5_1_grt | 1560 | 5500 | 7340
4_1_cts | 1470 | 5480 | 6810
## stage by stage
stage                TNS, ns  hold slack (ns)  cell area (um^2)  util [%]
floorplan                  0            3.783             56300         -
global placement           0            4.588             60090     54.07
detailed placement         0            4.600             60090     54.07
CTS                  -0.1421            4.600             68420     61.57
global route        -0.06950            4.614             68730     61.85
finish                     0            4.587             68740     61.86
Power is estimated from default activity; no workload was simulated.
