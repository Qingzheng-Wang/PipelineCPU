==> ./design.v <==
module AND(
    input [2:0] NPCOp_in,
    input Zero,
    output [2:0] NPCOp_new
);
assign NPCOp_new = {NPCOp_in[2:1], NPCOp_in[0]&Zero};
endmodule
module EXE_stage(
    input [4:0] ALUOp_in,
    input [2:0] NPCOp_in,
    input ALUSrc_in,
    input [31:0] rs1_in,
    input [31:0] rs2_in,
    input [31:0] ImmGen,
    input [31:0] PC,
    input [31:0] WriteBackData_Fwd,
    input [31:0] ALU_result_Fwd,
    input [1:0] rs1_fwd_sel,
    input [1:0] rs2_fwd_sel,
    output [31:0] ALU_B,
    output [2:0] NPCOp_new,
    output [31:0] ALU_result,
    output [31:0] BranchAddr
);
wire [31:0] ALU_A;
mux3 rs1_fwd_mux(
    .sel(rs1_fwd_sel),
    .in0(rs1_in),
    .in1(ALU_result_Fwd),
    .in2(WriteBackData_Fwd),
    .out(ALU_A)
);
mux3 rs2_fwd_mux(
    .sel(rs2_fwd_sel),
    .in0(rs2_in),
    .in1(ALU_result_Fwd),
    .in2(WriteBackData_Fwd),
    .out(ALU_B)
);
wire [31:0] ALUSrc2;
mux2 U_ALUSrc(
    .sel(ALUSrc_in),
    .in0(ALU_B),
    .in1(ImmGen),
    .out(ALUSrc2)
);
wire Zero;
alu U_ALU(
    .A(ALU_A),
    .B(ALUSrc2),
    .ALUOp(ALUOp_in),
    .PC(PC),
    .C(ALU_result),
    .Zero(Zero)
);
AND U_AND(
    .NPCOp_in(NPCOp_in),
    .Zero(Zero),
    .NPCOp_new(NPCOp_new)
);
wire [31:0] ImmGen_out;
shift U_shift(
    .ImmGen_in(ImmGen),
    .ImmGen_out(ImmGen_out)
);
adder32 adder_branch(
    .in0(ImmGen_out),
    .in1(PC),
    .out(BranchAddr)
);
endmodule
module adder32(
    input [31:0] in0, in1,
    output [31:0] out
);
assign out = in0 + in1;
endmodule
module alu(A, B, ALUOp, C, Zero,PC);
   input  signed [31:0] A, B;
   input         [4:0]  ALUOp;
   input  [31:0] PC;
   output signed [31:0] C;
   output Zero;
   reg [31:0] C;
   integer    i;
   always @* 
	begin
      case ( ALUOp )
			5'b00000:C=A;
			5'b00001:C=B;
			5'b00010:C=PC+B;
			5'b00011:C=A+B;
			5'b00100:C=A-B;
			5'b00101:C={31'b0,(A==B)};
			5'b00110:C={31'b0,(A>=B)};
			5'b00111:C={31'b0,(A<B)};
			5'b01000:C={31'b0,($unsigned(A)>=$unsigned(B))};
			5'b01001:C={31'b0,($unsigned(A)<$unsigned(B))};
			5'b01010:C={31'b0,(A<B)};
			5'b01011:C={31'b0,($unsigned(A)<$unsigned(B))};
			5'b01100:C=A^B;
			5'b01101:C=A|B;
			5'b01110:C=A&B;
			5'b01111:C=A<<B;
			5'b10000:C=A>>B;
			5'b10001:C=($signed(A))>>>B;
      endcase
   end  
   assign Zero = (C == 32'b0);
endmodule
module mux2(
    input sel,
    input [31:0] in0, in1,
    output [31:0] out
);
    function [31:0] select;
        input [31:0] in0,in1;
        input sel;
        case (sel) 
            1'b0: select = in0;
            1'b1: select = in1;
            default: select = in0;
        endcase
    endfunction
    assign out = select(in0, in1, sel);
endmodule
module mux3(
    input [1:0] sel,
    input [31:0] in0, in1, in2, 
    output [31:0] out
);
    function [31:0] select;
        input [31:0] in0,in1,in2;
        input [1:0] sel;
        case (sel) 
            2'b00: select = in0;
            2'b01: select = in1;
            2'b10: select = in2;
            2'b11: select = in1;
            default: select = in0;
        endcase
    endfunction
    assign out = select(in0, in1, in2, sel);
endmodule
module shift(
    input [31:0] ImmGen_in,
    output [31:0] ImmGen_out
);
assign ImmGen_out = ImmGen_in << 1;
endmodule
==> ./run.sh <==
#!/bin/bash
# OpenROAD 26Q1-2900-gdf79404cd8, Yosys 0.63+post, stock flow scripts
make -C /OpenROAD-flow-scripts/flow DESIGN_CONFIG=/design/flow/config.mk WORK_HOME=/design/flow/orfs finish
==> ./config.mk <==
export PLATFORM = sky130hd
export DESIGN_NAME = EXE_stage
export DESIGN_NICKNAME = EXE_stage
export VERILOG_FILES = /design/flow/design.v
export SDC_FILE = /design/flow/constraint.sdc
export NUM_CORES = 4
export LEC_CHECK = 1
export CORE_UTILIZATION = 40
==> ./constraint.sdc <==
current_design EXE_stage

set clk_period 18.5
set clk_io_pct 0.2

create_clock -name clk0 -period $clk_period

set non_clock_inputs [all_inputs -no_clocks]
set_input_delay [expr $clk_period * $clk_io_pct] -clock clk0 $non_clock_inputs
set_output_delay [expr $clk_period * $clk_io_pct] -clock clk0 [all_outputs]
==> run notes <==
The following summarizes the physical implementation.

Setup path
STA classifies the critical path startpoint as an input port. The critical path is of the input port to output pin type. The data required time of the worst path is 14.80 ns. The kind of end point of the critical path is an output pin. The largest fanout on the critical path is 4. The data arrival time reported for the critical path is 7.98 ns.

Placement
The wire-length estimate of the detail-placed layout is 69,800 µm. The post-placement cell area is 19,100 µm². The last weighted congestion value of the routability-driven placer is between 1 and 1.5. The total of buffers placed on input and output ports is 300.

Floorplan
In the floorplan report the effective utilization is 41.0%. In this run the standard cell core region covers 38,000 µm². The number of I/O pins is between 300 and 400.

The area enclosed by the die boundary is approximately 40,000 µm². The die extent in y is approximately 200 µm. The horizontal die size is 200 µm.

The site row count is approximately 70.

Yosys
A synthesized cell averages 6.60 µm². The largest area contributor in the synthesized netlist is ha_1. The synthesized design contains 0 enable-type register cells.

The gate-level netlist out of Yosys references 93 unique cell types. The most used flip-flop cell after synthesis is dlxtn_1. Warnings reported by Yosys during synthesis add up to 3.

Ranked by instance count, the synthesized netlist is headed by 253 x nand2_1, 247 x nor2_1, 187 x a21oi_1, 187 x mux2i_1, 173 x o21ai_0. By area the synthesized netlist is led by ha_1 13%, mux2i_1 12%, nand2_1 6.1%. In this run, synthesis produced a sequential element count of 32. The area fraction of the largest cell type after synthesis is 12.6%.

The number of standard cells reported by yosys is 2,364. After synthesis, the share of flip-flops with an asynchronous set or reset is 0%. The synthesized netlist cell count is 2,364. Yosys reports a chip area of around 16,000 µm². The post-synthesis instance area is 15,600 µm². The most frequent cell after synthesis is nand2_1.

Detailed routing
Before antenna repair, the detailed router went through 6 iterations. After detailed routing, the number of vias per cell comes to 6.63. The count of routing violations after the opening detailed-route iteration is 2,426. Per the post-route antenna check, the number of violating nets is 0. Across all layers, the routed design uses 20,600 vias. The number of antenna diodes in the final layout is 0.

The script logs the mean routed wire length per placed instance as between 20 and 30 µm. The total DRC errors in the routed layout is 0. The routed wire length is 89,000 µm.

Clock network
The hold-fix buffer count after cts is 0. After clock tree synthesis, the repair step resized 0 gates. The number of setup buffers added after CTS is 0.

STA
The highest clock rate this design can be run at is 85.6 MHz. The last timing report of the flow puts the setup violation total at 0. The smallest clock period supported by the final layout is computed as 11.68 ns. The timer found 32 register pins that no clock reaches; their paths are not timed. The pin closest to its max-slew limit shows a slew of roughly 1.0 ns. Pins over their slew limit in the final report were tallied at 0. Per the slew report, the remaining headroom to the max-slew limit stands at 32.4%. The setup total negative slack is 0 ns. The post-layout period usage of the worst path is between 60% and 70%.

The final count of hold timing violations is 0. Setup repair after global routing left no endpoint under its margin. The count of endpoints without a timing constraint is between 60 and 70.

Layout
The register cell area after layout is 480 µm². The layout overhead on the synthesized area is 22.7%. The area taken by multi-input logic gates is 13,900 µm².

The layout summary lists the proportion of cells stronger than drive strength 1 as 6.60%. After routing the design area is around 19,000 µm². The number of fillers in the final layout is 3,806. The register with the most flip-flops in the layout has 32 of them.

Power
The leakage power of the design is 0.00795 µW. The flow reported a cell area power density of 44.2 nW/µm². The highest supply drop recorded on VDD is between 20 and 25 µV.

Global routing
The global routing usage summed across all routing layers is 44.7%. The global-route congestion overflow total is 0. The via count of the first global-routing pass is 18,900. The initial antenna violation count is 2.

The global-route wire length before repair is roughly 130,000 µm. The largest net degree at the start of global routing is approximately 72.

Hold path
The min-delay analysis places its worst path in the category input port to output pin.

Run
The max-cap check violation count is 0. The tool warning count for the run is about 96.

Outcome
The flow ran to the end, and the final reports show no timing, DRC or antenna violations.
## path summary, 6_finish.rpt
path / endpoint / slack, ns / depth (start not counted) / start
worst min-delay path: NPCOp_new[1] / 7.40 / 0 / NPCOp_in[1]
worst max-delay path: BranchAddr[29] / 6.82 / 15 / ImmGen[0]
## metal layers
layer | vias up | wire length (µm) | GRT usage, % | part of all wire [%]
met5 | - | 107 | 1.53 | 0.12
met4 | 6 | 6410 | 25.1 | 7.2
met3 | 300 | 12000 | 14.0 | 13
met2 | 1558 | 35500 | 63.6 | 40
met1 | 9424 | 35000 | 59.2 | 39
li1 | 9277 | - | - | -
## worst max-delay path: stages
cell	delay (ns)
clkdlybuf4s50_1	0.46
ha_1	0.24
inv_1	0.07
fa_1	0.20
nor2b_1	0.11
o31ai_1	0.56
a211oi_1	0.25
o21ai_0	0.53
o211ai_1	0.23
a31o_2	0.27
a21oi_1	0.34
o2111ai_1	0.17
a21oi_1	0.21
xnor2_1	0.15
clkdlybuf4s50_1	0.48
## kinds of logic (layout without fill, tap and decap cells)
| kind of cell | Yosys count | in the layout | synth area share (%) |
|---|---|---|---|
| compound gates | 854 | 854 | 36.2 |
| xor+xnor | 68 | 68 | 3.82 |
| fa+ha+maj | 161 | 161 | 13.1 |
| buf+inv | 289 | 515 | 8.09 |
| latches | 32 | 32 | 3.08 |
| mux | 219 | 219 | 14.5 |
| simple gates | 741 | 741 | 21.2 |
## layout by cell type (no fill, tap or decap), types with 42 or more instances in the layout
cell / synthesis / final
buf_4: 13 / 89
nand2_1: 253 / 253
xnor2_1: 54 / 54
nor3_1: 42 / 42
ha_1: 157 / 157
clkdlybuf4s50_1: 0 / 296
nor2_1: 247 / 247
mux2i_1: 187 / 186
a21oi_1: 187 / 187
inv_1: 117 / 117
o21ai_0: 173 / 172
a211oi_1: 56 / 56
nand3_1: 60 / 60
## cell type report
type                            instances  area share [%]
Tap cell                              511            3.34
Multi-Input combinational cell       2043            72.6
Sequential cell                        32            2.51
Inverter                              126            2.49
Timing Repair Buffer                  389            19.1
## metrics by stage
stage / hold WS [ns] / cells / utilization [%] / worst slack [ns] / power [µW]
finish: 7.40 / 3101 / 50.3 / 6.82 / 846
global placement: 7.40 / 3101 / 50.3 / 7.00 / 803
detailed placement: 7.40 / 3101 / 50.3 / 6.94 / 806
global route: 7.40 / 3101 / 50.3 / 6.61 / 891
floorplan: 7.47 / 2364 / - / 8.78 / 487
CTS: 7.40 / 3101 / 50.3 / 6.91 / 811
## report_power, final
part           switching, µW  internal (µW)  total, µW
clock network              0              0          0
logic                    515            318        833
registers               2.42           10.3       12.7
total                    517            329        846
No activity file was given, so power comes from the tool's default toggle rates.
