--- ./config.mk ---
export PLATFORM = sky130hd
export DESIGN_NAME = ID_EXE_NEW
export DESIGN_NICKNAME = ID_EXE_NEW
export VERILOG_FILES = /design/flow/design.v
export SDC_FILE = /design/flow/constraint.sdc
export NUM_CORES = 4
export LEC_CHECK = 1
export CORE_UTILIZATION = 30
--- ./constraint.sdc ---
current_design ID_EXE_NEW

set clk_period 1.0
set clk_io_pct 0.2

create_clock -name clk0 -period $clk_period [get_ports {clk}]

set non_clock_inputs [all_inputs -no_clocks]
set_input_delay [expr $clk_period * $clk_io_pct] -clock clk0 $non_clock_inputs
set_output_delay [expr $clk_period * $clk_io_pct] -clock clk0 [all_outputs]
--- ./design.v ---
module ID_EXE_NEW(
    input clk,
    input we,
    input clr,
    input RegWrite_in,
    input [4:0] ALUOp_in,
    input [2:0] NPCOp_in,
    input ALUSrc_in,
    input mem_w_in,
    input [3:0] wea_in,
    input [1:0] WDSel_in,
    input [31:0] rs1_in,
    input [31:0] rs2_in,
    input [4:0] wregnum_in,
    input [31:0] ImmGen_in,
    input [31:0] PCPLUS4_in,
    input [31:0] PC_in,
    input [1:0] rs1_fwd_sel_in,
    input [1:0] rs2_fwd_sel_in,
    output reg RegWrite_out,
    output reg [4:0] ALUOp_out,
    output reg [2:0] NPCOp_out,
    output reg ALUSrc_out,
    output reg mem_w_out,
    output reg [3:0] wea_out,
    output reg [1:0] WDSel_out,
    output reg [31:0] rs1_out,
    output reg [31:0] rs2_out,
    output reg [4:0] wregnum_out,
    output reg [31:0] ImmGen_out,
    output reg [31:0] PCPLUS4_out,
    output reg [31:0] PC_out,
    output reg [1:0] rs1_fwd_sel_out,
    output reg [1:0] rs2_fwd_sel_out
);
initial 
begin
    RegWrite_out = 1'b0;
    ALUOp_out = 5'b0;
    NPCOp_out = 3'b0;
    ALUSrc_out = 1'b0;
    mem_w_out = 1'b0;
    wea_out = 4'b0;
    WDSel_out = 2'b0;
    rs1_out = 32'b0;
    rs2_out = 32'b0;
    wregnum_out = 5'b0;
    ImmGen_out = 32'b0;
    PCPLUS4_out = 32'b0;
    PC_out = 32'b0;
    rs1_fwd_sel_out = 2'b0;
    rs2_fwd_sel_out = 2'b0;    
end
always @(posedge clk)
begin
    if(clr)
        begin
            RegWrite_out <= 1'b0;
            ALUOp_out <= 5'b0;
            NPCOp_out <= 3'b0;
            ALUSrc_out <= 1'b0;
            mem_w_out <= 1'b0;
            wea_out <= 4'b0;
            WDSel_out <= 2'b0;
            rs1_out <= 32'b0;
            rs2_out <= 32'b0;
            wregnum_out <= 5'b0;
            ImmGen_out <= 32'b0;
            PCPLUS4_out <= 32'b0;
            PC_out <= 32'b0;
            rs1_fwd_sel_out <= 2'b0;
            rs2_fwd_sel_out <= 2'b0;
        end
    else
        if(we)
            begin
            RegWrite_out <= RegWrite_in;
            ALUOp_out <= ALUOp_in;
            NPCOp_out <= NPCOp_in;
            ALUSrc_out <= ALUSrc_in;
            mem_w_out <= mem_w_in;
            wea_out <= wea_in;
            WDSel_out <= WDSel_in;
            rs1_out <= rs1_in;
            rs2_out <= rs2_in;
            wregnum_out <= wregnum_in;
            ImmGen_out <= ImmGen_in;
            PCPLUS4_out <= PCPLUS4_in;
            PC_out <= PC_in;
            rs1_fwd_sel_out <= rs1_fwd_sel_in;
            rs2_fwd_sel_out <= rs2_fwd_sel_in;
            end
end
endmodule
--- ./run.sh ---
#!/bin/bash
# OpenROAD 26Q1-2900-gdf79404cd8, Yosys 0.63+post, stock flow scripts
make -C /OpenROAD-flow-scripts/flow DESIGN_CONFIG=/design/flow/config.mk WORK_HOME=/design/flow/orfs finish
==> summary.txt <==
Register-to-register path setup slack: 0.28 ns
Crit Path Max Fanout: 2
Sequential share of the synthesized area: 0.560
Sequential power share: 0.483
Log Warnings: 27
Finished Cell Area: 10700 µm²
Lkg Pwr: 5.24 nW
Worst path slowest cell: dfxtp_2
Tightest Pin Transition: 0.340 ns
Final Setup Violations: 186
Ys flop type: dfxtp_1
Clock period minus worst slack: 1.06 ns
Ports: 375
Via count: 5483
Clock power frac: 0.379
HP Class: primary input to register
Fp util: 0.306
CTS root buf: clkbuf_16
Share of post-route cells with drive strength above 1: 0.440
DRT Pass-1 Iters: 4
Max Root-Sink Buffers: 2
Worst Slack Setup Final: -0.0579 ns
Cell Int Power: 12.7 mW
Initial antenna violation count: 0
Crit path required time: 0.80 ns
CTS Hold Bufs: 0
Reg-to-reg startpoint: rs1_out[12]
Area share, top type: 0.560
Final Power: 16.8 mW
CP Class: register to primary output
Synth-to-Final Area Change: 61.4%
CP cell instances: buf_2
Startpoint types: register
Die Ht: 151 µm
Worst flop-to-flop path endpoint: rs1_out[12]
Top Family by Delay on Critical Path: flip-flops
Post-route antenna net violation count: 0
Peak supply drop: 1000 µV
Count of library flops with an enable pin: 0
Reg clk slew, reported paths: 0.07 ns
Failing checks: negative setup slack
Synthesized instance count: 600
Chip Area: 22800 µm²
Die width: 151 µm
Hold Crit Start: we
Clock Sinks: 186
Top post-synthesis cells by count: 186 x dfxtp_1, 186 x mux2i_1, 186 x nor2_1
HPWL after DPL: 14.4 mm
CTS Buf Count: 17
Site Rows: 54
Syn Area/Cell: 11.1 µm²
Combinational share of power: 0.138
Synth top area cells: dfxtp_1 56%, mux2i_1 28%, nor2_1 10%
Vias in the first global route: 5173
Drt initial violations: 117
Post-Syn Area: 6650 µm²
# H-tree levels: 4
N_diodes: 0
Post-layout util: 0.493
Worst slew margin: 0.773
Final RePlAce weighted congestion: 0.811
DR WL/cell: 15.2 µm
AND/OR/NAND/NOR Cells, Area Fraction: 0.105
Switching Fraction: 0.244
Cell taking the most area after synthesis: dfxtp_1
R2r worst-path depth: 3
Xor+xnor area frac: 0
Worst Hold End: PC_out[3]
RSZ-0062 raised after global routing: yes
Total Routing Usage GR: 0.167
AND-OR/OR-AND Cells, Area Fraction: 0
Ys cells: 600
Mux area share: 0.280
Post-route DRC: 0
Status: complete, but fails checks
Wire length of the first global-routing pass: 28.9 mm
Final slew viol count: 0
Vias/cell: 4.28
Fmax: 945 MHz
Routed wire length: 19.5 mm
Grt total ovfl: 0
Ys async rst share: 0
Crit-path max cell delay: 0.32 ns
Final Hold Viols: 0
Dpl ws: -0.0412 ns
# Max-Cap Violations: 0
Core area: 21800 µm²
Late-Pin Clk Latency: 0.41 ns
Largest net degree at the start of global routing: 26
P per Cell Area: 1570 nW/µm²
Warnings from Yosys: 1
Critical Path AT: 0.86 ns
Final Cycle Share: 1.06
Worst Setup End Kind: primary output
Worst path bufs/invs: 1
# port buffers: 374
TritonCTS clock tree: done
Worst Clk Skew: 0 ns
Main kind of combinational logic by area: multiplexers
Chip Area, Yosys: 6650 µm²
Placed Area: 10800 µm²
Sw power: 4.11 mW
#FFs+latches synth: 186
Hold Path Depth: 4
Yosys cell types: 9
Adder-cell share of the synthesized area: 0
-- power by group through the flow --
stage                 clock network (mW)  logic, mW  registers, mW
after CTS                           6.61       2.36           8.13
after global routing                6.90       2.56           8.18
final                               6.39       2.33           8.13
-- flip-flops by register name, summed over array words and instances, names as in the netlist --
name,count
ImmGen_out,32
PCPLUS4_out,32
PC_out,32
rs1_out,32
rs2_out,32
ALUOp_out,5
wregnum_out,5
wea_out,4
NPCOp_out,3
WDSel_out,2
rs1_fwd_sel_out,2
rs2_fwd_sel_out,2
ALUSrc_out,1
RegWrite_out,1
mem_w_out,1
-- per-stage QoR --
stage | instances | TNS [ns] | hold WS, ns
finish | 1282 | -7.94 | 0.293
global route | 1282 | -15.33 | 0.292
CTS | 1278 | -12.72 | 0.292
detailed placement | 1244 | -1.71 | 0.479
global placement | 1244 | -0.878 | 0.471
floorplan | 600 | 0 | 0.347
-- layer usage --
metal | GRT usage | routed length [µm] | vias up
met2 | 0.275 | 9420 | 190
met1 | 0.230 | 8370 | 2508
met3 | 0.0396 | 1400 | 17
met5 | 0 | 0 | -
met4 | 0.0285 | 362 | 0
li1 | - | - | 2768
-- worst max path at each step --
stage	slack, ns	from	end	depth (start not counted)
5_1_grt	-0.10	PC_out[22]	PC_out[22]	1
6_report	-0.06	ImmGen_out[24]	ImmGen_out[24]	1
4_1_cts	-0.09	PC_out[25]	PC_out[25]	1
-- cells by family after synthesis --
| kind of cell | count (synthesis) |
|---|---|
| buffers and inverters | 42 |
| DFF | 186 |
| muxes | 186 |
| and+or+nand+nor | 186 |
-- cells in the final DEF, fill, tap and decap left out --
| master | count |
|---|---|
| clkbuf_1 | 3 |
| buf_2 | 179 |
| clkbuf_16 | 17 |
| buf_12 | 14 |
| buf_8 | 1 |
| buf_4 | 25 |
| buf_6 | 7 |
| inv_8 | 4 |
| mux2i_1 | 186 |
| inv_6 | 1 |
| clkinv_4 | 4 |
| clkinvlp_4 | 3 |
| clkdlybuf4s50_1 | 186 |
| nor2_1 | 186 |
| dfxtp_2 | 186 |
-- repair_timing --
| item | 4_1_cts | 5_1_grt |
|---|---|---|
| cloned | 0 | 0 |
| buffers inserted | 2 | 4 |
| endpoints found under the setup margin | 186 | 186 |
| resized | 785 | 0 |
| hold endpoints to repair | 0 | 0 |
-- final cells by class --
class                           instances  area [µm²]
Sequential cell                       186        3960
Fill cell                            2073       11000
Tap cell                              280         350
Timing Repair Buffer                  412        3320
Clock buffer                           20         437
Multi-Input combinational cell        372        2560
Clock inverter                         12         111
Power figures rest on the tool's default switching activity, not on a simulated workload.
